==> design/flow/design.v <==
module display_driver(
  input logic [3:0] input_data,
  output logic [6:0] output_data
);
  always_comb begin
    case (input_data) 
      0: output_data = 7'b1000000;
      1: output_data = 7'b1111001;
      2: output_data = 7'b0100100;
      3: output_data = 7'b0110000;
      4: output_data = 7'b0011001;
      5: output_data = 7'b0010010;
      6: output_data = 7'b0000010;
      7: output_data = 7'b1111000;
      8: output_data = 7'b0000000;
      9: output_data = 7'b0010000;
      10: output_data = 7'b0001000;
      11: output_data = 7'b0000011;
      12: output_data = 7'b1000110;
      13: output_data = 7'b0100001;
      14: output_data = 7'b0000110;
      15: output_data = 7'b0001110;
      default: output_data = 7'b1111111;
    endcase
  end
endmodule
==> design/flow/run.sh <==
#!/bin/bash
# OpenROAD 26Q1-2900-gdf79404cd8, Yosys 0.63+post, stock flow scripts
make -C /OpenROAD-flow-scripts/flow DESIGN_CONFIG=/design/flow/config.mk WORK_HOME=/design/flow/orfs finish
==> design/flow/config.mk <==
export PLATFORM = sky130hd
export DESIGN_NAME = display_driver
export DESIGN_NICKNAME = display_driver
export VERILOG_FILES = /design/flow/design.v
export SDC_FILE = /design/flow/constraint.sdc
export NUM_CORES = 4
export LEC_CHECK = 1
export CORE_AREA = 10 10 70 70
export DIE_AREA = 0 0 80 80
==> design/flow/constraint.sdc <==
current_design display_driver

set clk_period 2.0
set clk_io_pct 0.2

create_clock -name clk0 -period $clk_period

set non_clock_inputs [all_inputs -no_clocks]
set_input_delay [expr $clk_period * $clk_io_pct] -clock clk0 $non_clock_inputs
set_output_delay [expr $clk_period * $clk_io_pct] -clock clk0 [all_outputs]
==> out/results.ini <==
[setup_path]
required_ns = 1.60
critPathCapture = output_data[3]
crit_slowest_cell = mux4_2
start_kind = input port
worstPathBufferInverterCount = 3
startpoint = input_data[0]
crit_chain = buf_4, buf_4, ha_2, mux4_2, clkdlybuf4s15_1
cp_slowest_stage_delay_ns = 0.46
cp_num_cells = 5
critPathArrivalTime_ns = 1.53
crit_fanout = 5
crit_top_cell = buf_4
critPathKind = input port to output pin
critPathCaptureType = output pin
cpLargestDelayFamily = buffers and inverters

[final_timing]
max_slew.worst_pin.slew_ns = 0.1469
slew_headroom = 0.8993
period_used_share = 0.9644
setup_viol = 0
period_needed_ns = 1.929
hold_viol = 0
max_freq_ghz = 0.5184
drv_slew = 0
rsz0062_at_grt = no

[job]
drv_cap = 0
warning_count = 39

[drt]
route.detailed.drc = 0
drt-pass1-iter-count = 3
antenna_cells = 0
routedWlPerCell_um = 7.848
routed_wirelength_um = 777
drt-vias-per-instance = 2.899
dr.first_iter.drc_count = 4
antenna_left = 0
dr_total_vias = 287

[final_layout]
flop_area_um2 = 0
fin_cells = 99
flops = 0
drive_above_1_share = 0.4528
clock_buffers = 0
synthToLayoutAreaGrowth_pct = 90.45
final_util = 0.1535
final_area_um2 = 524.3
n_fill_cell = 384
combGateArea_um2 = 264.0

[clocking]
holdBufCountCts = 0

[die]
chip_area_um2 = 6400
io_pins = 11
die_width_um = 80
coreArea_um2 = 3416
fp-row-count = 21
initCoreUtil = 0.08059
die_y_um = 80

[grt]
gr-total-overflow = 0
grt_max_degree = 7
grt_use_total = 0.02382
grt_pass1_vias = 287
antenna_found_initial = 0
grt_first_pass_wirelength_mm = 1.324

[pwr]
p_total_mw = 0.08921
peakVddDrop_mv = 0.02088
leakage_nw = 0.2597
powerDensity_nw_per_um2 = 170.2

[yosys]
yosysSeqAreaShare = 0
ys_area_um2 = 275.3
synth_area_um2 = 275.3
synth_cells = 32
yosys.cell_types.count = 15
ys_cells = 32
yosysWarnings = 1
syn_area_per_cell_um2 = 8.602

[placement]
placed_area_um2 = 501.7
place_hpwl_um = 620.5
gp_congestion = 0.8048
dp_cells = 97
io_buffers = 11

[outcome]
status = complete, no violations

[hold_path]
hold_path.class = input port to output pin

-- cell type report --
| cell class | instances | share of cell area |
|---|---|---|
| tap | 46 | 0.1098 |
| multi-input combinational | 27 | 0.5036 |
| inverter | 3 | 0.02625 |
| timing repair buffer | 23 | 0.3604 |
-- layout by cell type (no fill, tap or decap) --
master and n:
inv_4 1, a22o_1 2, or3b_1 1, nor2_2 1, nor2_1 4, ha_4 1, mux2_2 1, mux2i_1 4
ha_1 4, dlymetal6s2s_1 1, o21ai_1 2, inv_2 1, mux4_2 1, buf_4 10, dlygate4sd2_1 5, clkdlybuf4s15_1 2
buf_2 3, a21oi_1 1, and2b_2 1, nand2_1 1, buf_6 2, inv_1 1, a32o_1 1, ha_2 2
-- worst min-delay path by stage --
| stage | startpoint | endpoint | cells past startpoint |
|---|---|---|---|
| finish | input_data[0] | output_data[4] | 5 |
| global route | input_data[2] | output_data[4] | 4 |
| CTS | input_data[0] | output_data[0] | 5 |
-- Yosys cell counts --
master / number / share of area
nor2_1: 5 / 0.068
buf_6: 1 / 0.041
mux2i_1: 4 / 0.15
a22o_1: 2 / 0.064
nand2_1: 1 / 0.014
inv_1: 3 / 0.041
mux2_2: 1 / 0.041
o21ai_0: 2 / 0.036
ha_1: 7 / 0.32
a32o_1: 1 / 0.036
and2b_2: 1 / 0.032
mux4_1: 1 / 0.095
or3b_1: 1 / 0.032
a21oi_1: 1 / 0.018
buf_2: 1 / 0.018
-- cell families (layout without fill, tap and decap cells) --
kind of cell | Yosys count | in the layout | synth area share
simple gates | 8 | 8 | 0.1455
fa+ha+maj | 7 | 7 | 0.3182
compound gates | 6 | 6 | 0.1545
mux | 6 | 6 | 0.2818
buf+inv | 5 | 26 | 0.09998
-- worst min-delay path: stages --
cell	delay, ns
buf_4	0.11
buf_4	0.13
mux2i_1	0.06
o21ai_1	0.13
dlymetal6s2s_1	0.10
-- per-layer routing --
layer | track usage | vias to the layer above | share of wire
met5 | 0 | - | 0
met4 | 0 | 0 | 0
met3 | 0.004545 | 0 | 0.086
met2 | 0.04655 | 6 | 0.51
met1 | 0.02713 | 128 | 0.40
li1 | - | 153 | -
-- what timing repair did --
action	in CTS	in global routing
gates resized	31	4
buffers inserted	0	1
gates cloned	1	0
pin swaps	4	3
setup endpoints to repair	7	4
-- where the power goes --
group,switching (mW),total (mW),internal (mW),leakage (nW)
sequential,0,0,0,0
clock,0,0,0,0
combinational,0.0347,0.0892,0.0545,0.260
-- through the flow --
| step | setup TNS, ns | hold WS, ns | setup WS, ns |
|---|---|---|---|
| final | 0 | 1.332 | 0.07114 |
| after floorplan | 0 | 0.9001 | 0.3201 |
| after detailed placement | -3.612 | 1.876 | -0.7079 |
| after global placement | -3.587 | 1.894 | -0.7138 |
| after CTS | -0.05398 | 1.384 | -0.05398 |
| after global routing | 0 | 1.410 | 0.02404 |
No activity file was given, so power comes from the tool's default toggle rates.
