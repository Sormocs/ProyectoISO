==> flow/design.v <==
module button_debouncer #(
  parameter DOWN_CYCLES = 32'd5000000,
  parameter UP_CYLES = 32'd10000)(
  input logic clk,
  input logic button,
  output logic debounced_button
);
  logic[31:0] counter = 0;
  logic[31:0] counter_max = DOWN_CYCLES;
  always_ff @(posedge clk) begin
    if(button || debounced_button) begin
      if (counter == counter_max) begin
        counter <= 32'd0;
        counter_max <= debounced_button ? DOWN_CYCLES : UP_CYLES;
        debounced_button <= ~debounced_button;
      end
      else begin 
        counter <= counter + 1;
      end
    end
    else begin
      counter <= 32'd0;
      debounced_button <= 1'b0;
    end  
  end
endmodule
==> flow/run.sh <==
#!/bin/bash
# OpenROAD 26Q1-2900-gdf79404cd8, Yosys 0.63+post, stock flow scripts
make -C /OpenROAD-flow-scripts/flow DESIGN_CONFIG=/design/flow/config.mk WORK_HOME=/design/flow/orfs finish
==> flow/config.mk <==
export PLATFORM = sky130hd
export DESIGN_NAME = button_debouncer
export DESIGN_NICKNAME = button_debouncer
export VERILOG_FILES = /design/flow/design.v
export SDC_FILE = /design/flow/constraint.sdc
export NUM_CORES = 4
export LEC_CHECK = 1
export CORE_AREA = 10 10 101 101
export DIE_AREA = 0 0 111 111
==> flow/constraint.sdc <==
current_design button_debouncer

set clk_period 4.1
set clk_io_pct 0.2

create_clock -name clk0 -period $clk_period [get_ports {clk}]

set non_clock_inputs [all_inputs -no_clocks]
set_input_delay [expr $clk_period * $clk_io_pct] -clock clk0 $non_clock_inputs
set_output_delay [expr $clk_period * $clk_io_pct] -clock clk0 [all_outputs]
==> reports/metrics.csv <==
metric,value,unit
outcome,completed,
OpenROAD warnings,26,
hold buffer count at CTS,0,
largest net degree at the start of global routing,23,
Cell Type Count,37,
Comb power frac,18.4,%
die area,0.0123,sq mm
Setup-failing EPs final,0,
clock root cell,clkbuf_8,
highest-count logic cell in the final layout,dfxtp_1,
kind of critical path,register to register,
Ports,3,
Global Route met1 Usage,9.29,%
GRT busiest layer,met2,
YS warnings,1,
Worst Path Required,4.24,ns
Syn-to-layout area delta,9.61,%
crit end category,register,
WL/cell,12.5,um
largest area contributor in the netlist,dfxtp_1,
drt pass-1 iters,4,
"Seq share, synth",38.4,%
Avg Synthesized Cell Area,9.06,sq um
initial antenna violation count,0,
CTS HTree Levels,2,
worst min-delay path class,register to register,
Sw Ratio,32.6,%
yosys cell count,207,
CP max-delay cell,a2111oi_4,
part of the power in registers,54.2,%
vias in the first global route,1428,
GPL Wtd Cong,0.850,
Critical R2R Launch,counter[20],
setup TNS,0,ns
number of setup buffers added after CTS,0,
Slowest Stage Delay on Critical Path,0.78,ns
Max-area cell share,35.2,%
Inserted Diodes,0,
Clock power frac,27.3,%
crit path cell chain,or4_1 -> or4_4 -> a2111oi_4 -> buf_4 -> a211oi_1,
Slew @ Worst Pin,0.878,ns
Switch Pwr,0.000305,W
VDD IR max,0.209,mV
core box area,0.00813,sq mm
r2r worst-path depth,5,
GR met3 Demand/Resource,1.70,%
"top cells, area","dfxtp_1, a211oi_1, nor3_2",
DR vias/cell,4.91,
total CTS buffers,5,
Clock Skew,0.00669,ns
Slew HR,41.4,%
Dominant flop cell,dfxtp_1,
cts repair resizes,0,
CTS Buffer Depth,2,
Fmax,0.350,GHz
flip-flops with a built-in enable,2,
Insertion Delay late pin,0.29,ns
"Chip Area, Yosys",0.00188,sq mm
unrepaired setup endpoints after global routing,false,
post-synthesis async set-or-reset flop share,0,%
flop-to-flop setup slack,1.24,ns
initial drt markers,69,
drc violations,0,
Int Power,0.000631,W
#FFs+latches synth,35,
final hold vios,0,
die height,111,um
share of layout cells above drive strength 1,10.6,%
Post-DP HPWL,2.75,mm
Top Layout Cells,"dfxtp_1, a211oi_1, nand2_1, o21ai_0",
clock sinks,35,
PwrDens,455,mW/mm^2
max-cap violations,0,
Die X,111,um
FP Rows,33,
vias,1531,
end of the critical path,counter[27],
global-route total usage across every layer,6.43,%
PortBufs,2,
static leakage,0.642,nW
fin crit period,2.86,ns
synthesized netlist cell count,207,
WHS,0.508,ns
final antenna-violating net count,0,
clock slew at reported path FFs,0.07,ns
worst reg2reg endpoint,counter[27],
initial core utilization,23.1,%
Final Cycle Share,69.8,%
first-pass GRT wire length,6.92,mm
Post-Route WL,3.89,mm
crit path DAT,3.00,ns
CP Launch Type,register,
CTS tree,done,
mapped cell area,0.00188,sq mm
fin. max-slew vios,0,
crit path launch,counter[20],
met2 usage,9.75,%
Overflow after GRT,0,
crit path max fanout,22,
logic make-up (layout without fill, tap and decap cells):
kind of cell,after synthesis,count (layout),synth area share (%)
simple gates,95,95,32.1
compound gates,40,40,15.5
flops,35,35,38.4
buf+inv,21,21,6.07
xor+xnor,13,13,6.07
fa+ha+maj,2,2,1.33
mux,1,1,0.534
final cells by class:
cell class | instances | area [sq um]
fillers | 859 | 6080
multi-input cells | 151 | 1040
flip-flops and latches | 35 | 721
well taps | 105 | 131
clock buffers | 7 | 86.3
repair buffers | 4 | 35.0
inverters | 9 | 33.8
clock inverters | 1 | 5.00
synth_stat cells (2+ instances only):
cell type,number
and4_1,4
nand4_1,10
nor2_1,7
xnor2_1,11
nand3_1,8
nor4_1,4
nand2_1,12
inv_1,9
nor3_1,8
and2_1,4
dfxtp_1,33
o21ai_0,12
xor2_1,2
o31ai_1,5
clkbuf_1,6
or4_1,11
buf_6,4
ha_1,2
or3_1,11
nor3_2,10
edfxtp_1,2
a211oi_1,17
flip-flops by register name, summed over array words and instances, names as in the netlist:
| name | cells |
|---|---|
| counter | 32 |
| counter_max | 2 |
| debounced_button | 1 |
critical path: cells and delay by family (launching register included):
family                 cells  cell delay [ns]
AND-OR/OR-AND              2             0.86
buffers and inverters      1             0.43
flip-flops                 1             0.35
AND/OR/NAND/NOR            2             1.07
power groups by stage:
stage | sequential [W] | combinational (W) | clock [W]
6_report | 0.000507 | 0.000173 | 0.000256
5_1_grt | 0.000520 | 0.000198 | 0.000276
4_1_cts | 0.000505 | 0.000174 | 0.000263
layer usage:
metal  wire [um]  vias to the layer above
met5           0                        -
met3         166                        2
li1            -                      786
met1        2030                      723
met2        1680                       20
met4          21                        0
per-stage QoR:
stage	instances	util, %	setup slack, ns	instance area [sq um]	power [W]
2_1_floorplan	207	-	1.70	1880	0.000642
3_3_place_gp	304	24.2	1.26	1960	0.000683
3_5_place_dp	304	24.2	1.23	1960	0.000686
4_1_cts	312	25.3	1.22	2060	0.000943
5_1_grt	312	25.3	1.09	2060	0.000993
6_report	312	25.3	1.24	2060	0.000936
how the worst min path moves through the flow:
stage | from | end | slack (ns) | cells past startpoint
6_report | counter[30] | counter[30] | 0.51 | 2
5_1_grt | debounced_button | counter_max[19] | 0.54 | 0
4_1_cts | counter[29] | counter[29] | 0.51 | 2
Power and IR drop assume default switching activity.
